[flow/design.v]
module cordic_oscillator #(
    parameter SFIXED_WIDTH = 32,            
    parameter CORDIC_WIDTH = 16,            
    parameter SFIXED_TWO_PI = 32'h6487ED51,          
    parameter SFIXED_ZERO   = 32'd0,
    parameter CORDIC_GAIN   = 16'h26DD           
	 )(
    input  wire                      clk,
    input  wire                      rst,
    input  wire                      ce,
    input  wire signed [SFIXED_WIDTH-1:0] tuning_word,
    output wire signed [CORDIC_WIDTH-1:0] sin_out,
    output wire signed [CORDIC_WIDTH-1:0] cos_out,
    output wire                      valid_out
);
    reg signed [SFIXED_WIDTH-1:0] phase_acc = {SFIXED_WIDTH{1'b0}};
    reg signed [SFIXED_WIDTH-1:0] next_phase;
    always @(posedge clk) begin
        if (rst) begin
            phase_acc <= {SFIXED_WIDTH{1'b0}};
        end
		  else if (ce) begin
            next_phase = phase_acc + tuning_word;
            if (next_phase > SFIXED_TWO_PI)
                phase_acc <= SFIXED_ZERO;
            else
                phase_acc <= next_phase;
        end
    end
    wire signed [CORDIC_WIDTH-1:0] x_fixed  = CORDIC_GAIN;   
    wire signed [CORDIC_WIDTH-1:0] y_fixed  = {CORDIC_WIDTH{1'b0}};
    wire signed [CORDIC_WIDTH-1:0] x_out;
    wire signed [CORDIC_WIDTH-1:0] y_out;
    wire        valid_pipe;
	 cordic_pipelined cordic_inst (
        .clk       (clk),
        .rst       (rst),
        .x_in      (x_fixed),
        .y_in      (y_fixed),
        .z_in      (phase_acc[19:0]),
        .x_out     (x_out),
        .y_out     (y_out),
        .z_out     (),           
        .valid_in  (1'b1),
        .valid_out (valid_pipe)
    );
    assign sin_out   = y_out;
    assign cos_out   = x_out;
    assign valid_out = valid_pipe;
endmodule
module cordic_pipelined #(
    parameter MODE                    = 0,      
    parameter STAGES                  = 16,
    parameter CORDIC_WIDTH            = 16,
    parameter CORDIC_INTERNAL_WIDTH   = 20,
    parameter SFIXED_ZERO             = 32'd0,
    parameter SFIXED_PI               = 32'h3243F6A8,
    parameter SFIXED_PI_OVER_2        = 32'h1921FB54,
    parameter SFIXED_TWO_PI           = 32'h6487ED51
)(
    input  wire                                clk,
    input  wire                                rst,
    input  wire                                valid_in,
    input  wire  signed [CORDIC_WIDTH-1:0]      x_in,
    input  wire  signed [CORDIC_WIDTH-1:0]      y_in,
    input  wire  signed [CORDIC_INTERNAL_WIDTH-1:0] z_in,
    output reg                                 valid_out,
    output wire signed [CORDIC_WIDTH-1:0]      x_out,
    output wire signed [CORDIC_WIDTH-1:0]      y_out,
    output wire signed [CORDIC_WIDTH-1:0]      z_out
);
    wire signed [31:0] ANGLES [0:31];
    assign ANGLES[0]  = 32'h0000C90F;
    assign ANGLES[1]  = 32'h00007253;
    assign ANGLES[2]  = 32'h00003924;
    assign ANGLES[3]  = 32'h00001C9A;
    assign ANGLES[4]  = 32'h00000E4D;
	 assign ANGLES[5]  = 32'h00000726;
    assign ANGLES[6]  = 32'h00000393;
    assign ANGLES[7]  = 32'h000001CA;
    assign ANGLES[8]  = 32'h000000E5;
    assign ANGLES[9]  = 32'h00000072;
    assign ANGLES[10] = 32'h00000039;
    assign ANGLES[11] = 32'h0000001C;
	  assign ANGLES[12] = 32'h0000000E;
    assign ANGLES[13] = 32'h00000007;
    assign ANGLES[14] = 32'h00000003;
    assign ANGLES[15] = 32'h00000001;
    assign ANGLES[16] = 32'h00000001;
    assign ANGLES[17] = 32'h00000000;
    assign ANGLES[18] = 32'h00000000;
	  assign ANGLES[19] = 32'h00000000;
    assign ANGLES[20] = 32'h00000000;
    assign ANGLES[21] = 32'h00000000;
    assign ANGLES[22] = 32'h00000000;
    assign ANGLES[23] = 32'h00000000;
    assign ANGLES[24] = 32'h00000000;
    assign ANGLES[25] = 32'h00000000;
    assign ANGLES[26] = 32'h00000000;
    assign ANGLES[27] = 32'h00000000;
	  assign ANGLES[28] = 32'h00000000;
    assign ANGLES[29] = 32'h00000000;
    assign ANGLES[30] = 32'h00000000;
    assign ANGLES[31] = 32'h00000000;
	  reg signed [CORDIC_INTERNAL_WIDTH-1:0] x_pipe [0:STAGES];
    reg signed [CORDIC_INTERNAL_WIDTH-1:0] y_pipe [0:STAGES];
    reg signed [CORDIC_INTERNAL_WIDTH-1:0] z_pipe [0:STAGES];
    reg [1:0]  quadrant_stages [0:STAGES];
    reg        valid_pipe      [0:STAGES];
    reg signed [CORDIC_INTERNAL_WIDTH-1:0] x_corrected,y_corrected,z_wrapped;
    always @(posedge clk) begin
      if (rst) begin
         x_pipe[0] <= 0; y_pipe[0] <= 0; z_pipe[0] <= 0;
         quadrant_stages[0] <= 2'b00;
         valid_pipe[0] <= 0;
      end else begin
         z_wrapped = z_in;
         if (z_wrapped >  SFIXED_PI)   z_wrapped =  z_wrapped-SFIXED_TWO_PI;
         else if (z_wrapped <= -SFIXED_PI) z_wrapped =  z_wrapped+SFIXED_TWO_PI;
         if((z_wrapped>=SFIXED_ZERO)&&(z_wrapped<=SFIXED_PI_OVER_2)) begin
            quadrant_stages[0]<=2'b00;  z_pipe[0]<=z_wrapped;
         end
			else if((z_wrapped>SFIXED_PI_OVER_2)&&((z_wrapped<=SFIXED_PI)||(z_wrapped>= -SFIXED_PI_OVER_2))) begin
            quadrant_stages[0]<=2'b01;  z_pipe[0]<=SFIXED_PI-z_wrapped;
         end
         else if((z_wrapped<SFIXED_ZERO)&&(z_wrapped>=-SFIXED_PI_OVER_2)) begin
            quadrant_stages[0]<=2'b11;  z_pipe[0]<= -z_wrapped;
         end
			else begin
            quadrant_stages[0]<=2'b10;  z_pipe[0]<= -(SFIXED_PI+z_wrapped);
         end
         x_pipe[0] <= {{(CORDIC_INTERNAL_WIDTH-CORDIC_WIDTH){x_in[CORDIC_WIDTH-1]}},x_in};
         y_pipe[0] <= {{(CORDIC_INTERNAL_WIDTH-CORDIC_WIDTH){y_in[CORDIC_WIDTH-1]}},y_in};
         valid_pipe[0] <= valid_in;
      end
   end
   genvar i;
   generate
      for (i=0; i<STAGES; i=i+1) begin : STAGES_GEN
         reg signed [CORDIC_INTERNAL_WIDTH-1:0] angle, dx, dy;
         reg sigma;
         always @(posedge clk) begin
           angle = ANGLES[i];
           sigma = (MODE==0) ? z_pipe[i][CORDIC_INTERNAL_WIDTH-1] : y_pipe[i][CORDIC_INTERNAL_WIDTH-1];
            dx    = (y_pipe[i] >>> i);
            dy    = (x_pipe[i] >>> i);
            if (sigma==0) begin
               x_pipe[i+1] <= x_pipe[i] - dx;
               y_pipe[i+1] <= y_pipe[i] + dy;
               z_pipe[i+1] <= z_pipe[i] - angle;
            end else begin
              x_pipe[i+1] <= x_pipe[i] + dx;
               y_pipe[i+1] <= y_pipe[i] - dy;
               z_pipe[i+1] <= z_pipe[i] + angle;
            end
            valid_pipe[i+1]      <= valid_pipe[i];
            quadrant_stages[i+1] <= quadrant_stages[i];
         end
      end
   endgenerate
	 always @(posedge clk) begin
      case(quadrant_stages[STAGES])
         2'b00:  begin x_corrected <=  x_pipe[STAGES]; y_corrected <= y_pipe[STAGES]; end
         2'b11:  begin x_corrected <=  x_pipe[STAGES]; y_corrected <= -y_pipe[STAGES];end
         default:begin x_corrected <= -x_pipe[STAGES]; y_corrected <=  y_pipe[STAGES];end
      endcase
      valid_out <= valid_pipe[STAGES];
   end
   assign x_out = x_corrected[CORDIC_WIDTH-1:0];
   assign y_out = y_corrected[CORDIC_WIDTH-1:0];
   assign z_out = z_pipe[STAGES][CORDIC_WIDTH-1:0];
endmodule
[flow/config.mk]
export PLATFORM = sky130hd
export DESIGN_NAME = cordic_oscillator
export DESIGN_NICKNAME = cordic_oscillator
export VERILOG_FILES = /design/flow/design.v
export SDC_FILE = /design/flow/constraint.sdc
export NUM_CORES = 4
export LEC_CHECK = 1
export CORE_UTILIZATION = 30
[flow/run.sh]
#!/bin/bash
# OpenROAD 26Q1-2900-gdf79404cd8, Yosys 0.63+post, stock flow scripts
make -C /OpenROAD-flow-scripts/flow DESIGN_CONFIG=/design/flow/config.mk WORK_HOME=/design/flow/orfs finish
[flow/constraint.sdc]
current_design cordic_oscillator

set clk_period 11.6
set clk_io_pct 0.2

create_clock -name clk0 -period $clk_period [get_ports {clk}]

set non_clock_inputs [all_inputs -no_clocks]
set_input_delay [expr $clk_period * $clk_io_pct] -clock clk0 $non_clock_inputs
set_output_delay [expr $clk_period * $clk_io_pct] -clock clk0 [all_outputs]
==> run summary <==
impl run done, here's what came out: status=finished clean, Cells after Synth=7258, Startpoint Class=input pin, Post-route DRC=0, Max-area cell share=about 31%, post-cts resize count=0, Top Layout Cells=dfxtp_1, ha_1, nor2_1, Latency at later pin=0.75 ns, postcts setup bufs=0, via count=50029, io pins=approximately 70, htree depth=3, most numerous logic cell after layout=dfxtp_1, IO Port Bufs=~67, Worst EP arrival=6.58 ns, DR iter-0 viols=2391, Comb area=42500 µm², core area=211000 µm², GR Util All Layers=13.9%, CTS buffer count=between 100 and 150, Final Non-Filler Cells=10267, min Tclk post-route=slightly below 6 ns, #FFs+latches synth=975, cells in synth_stat.txt=7258, classification of the worst-slack hold path=flip-flop to flip-flop, CP Class=input pin to flip-flop, clock skew=~0.034 ns, placed cell count=10073, FF+latch area=around 20000 µm², share of cells above drive strength 1=under 10%, CP Capture Type=flip-flop, initial antenna violation count=4, Netlist cell types=86, largest area contributor in the netlist=dfxtp_1, crit path DRT=12.27 ns, final slew viol count=0, Max FO, Critical Path=16, largest net degree at the start of global routing=44, # clock sinks=975, Max Fclk=169 MHz, synth warn=7, Netlist Area Pre-Place=63900 µm², DRT Pass-1 Iters=5, tool warning count=32, die area=215000 µm², vias in the first global route=47153, Mean Syn Cell Area=8.80 µm², top cells by area=dfxtp_1, ha_1, xnor2_1, clk buf depth=3, period utilization=about half, Overflow after GRT=0, cells on worst reg2reg path=14, Post-synth seq share=30.6%, DR WL/cell=14.4 µm, Setup TNS Final=0 ns, drt total wl=148000 µm, Synth Flop Type=dfxtp_1, gp weighted congestion=slightly above 0.9, slew at the pin closest to its max-slew limit=0.960 ns, flip-flops with a built-in enable=0, Max transition margin=35.2%, Vias per Instance=4.87, ys async rst share=0%, Hold Fails Final Rpt=0, row count=168, setup ws final=roughly 5.7 ns, YS chip area=63900 µm², CTS Hold Bufs=0, clock slew at reported path FFs=0.06 ns, die height=between 400 and 500 µm, Antenna Nets Post-Route=0, first-pass GRT wire length=241000 µm, dpl hpwl=119000 µm, Die W=463 µm, floorplan utilization=slightly above 30%, Max-Cap Viols=0, CTS tree=yes, fill count=21095, Layout area overhead=12.2%, Place WS=4.88 ns, RSZ-0062 raised after global routing=no, root buffer cell=clkbuf_16, worst hold path cell count=0, final setup violation count=0
logic make-up (layout without fill, tap and decap cells):
logic type / Yosys count / count (layout) / synth area share (%)
and+or+nand+nor: 2058 / 2058 / 15.4
AOI/OAI and AO/OA: 1785 / 1785 / 18.1
DFF: 975 / 975 / 30.6
xor gates and xnor gates: 956 / 956 / 13.1
adders and majority gates: 938 / 938 / 18.9
buffers and inverters: 477 / 679 / 2.83
muxes: 69 / 69 / 1.13
other: 0 / 2 / 0
area by class of cell:
type	count	area share (%)
Tap cell	2805	4.90
Clock inverter	62	1.28
Timing Repair Buffer	95	1.23
Multi-Input combinational cell	5806	59.4
Clock buffer	130	3.92
Inverter	392	2.05
Sequential cell	975	27.2
Antenna cell	2	0.00699
worst paths after layout:
| path | startpoint | slack, ns | endpoint |
|---|---|---|---|
| setup / recovery | tuning_word[0] | 5.68 | phase_acc[8] |
| hold / removal | cordic_inst.valid_pipe[11] | 0.32 | cordic_inst.valid_pipe[12] |
| setup reg to reg | phase_acc[0] | 7.16 | phase_acc[8] |
| hold reg to reg | cordic_inst.valid_pipe[11] | 0.32 | cordic_inst.valid_pipe[12] |
synthesized netlist by cell type, drive strengths merged, types with 20 or more instances:
cell type and count:
fa 44, xnor2 678, nor2 694, a2111oi 35, o41a 21, nand3 178, a21o 168, nor4 48
a22o 32, a21oi 575, o211ai 53, o21bai 91, a211oi 50, or4 28, nand2b 59, dfxtp 975
nor3 335, mux2 27, and2 51, inv 392, a21boi 38, o21ai 333, and3 63, nor2b 136
o21a 114, a41oi 24, ha 894, or2 25, nand2 319, mux2i 42, xor2 278, o41ai 30
or3 80, a31oi 78, clkbuf 65, buf 20
per-stage QoR:
stage	hold WS (ns)	util, %	instance area [µm²]
after floorplan	0.310	-	63900
after global placement	0.311	32.2	67900
after global routing	0.328	34.0	71600
after detailed placement	0.312	32.2	67900
after CTS	0.325	34.0	71600
final	0.322	34.0	71600
metal layers:
layer / global-route usage (%) / up-vias / wire [µm]
met5: 0 / - / 0
met4: 3.26 / 0 / 4030
met3: 1.60 / 226 / 4470
met2: 24.6 / 720 / 73300
met1: 18.0 / 22815 / 65900
li1: - / 26268 / -
critical path, cell delays in order:
cell and delay [ns]:
clkdlybuf4s50_1 0.47, ha_1 0.18, inv_1 0.06, fa_1 0.40
nor2b_1 0.18, o211a_1 0.28, o211a_1 0.26, nor2_1 0.13
o311ai_0 0.44, and4_1 0.30, nand3_1 0.08, nor3_1 0.29
nand4_1 0.19, o31ai_4 0.73, a32o_1 0.26
sequential cells by signal (all words and copies together) (netlist names):
name / count
cordic_inst.z_pipe: 301
cordic_inst.y_pipe: 299
cordic_inst.x_pipe: 296
phase_acc: 32
cordic_inst.x_corrected: 16
cordic_inst.y_corrected: 16
cordic_inst.valid_pipe: 14
cordic_inst.valid_out: 1
